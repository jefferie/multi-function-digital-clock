File: flow/design.v
module alarmclock(
			clk,amin,ahour,count2,countb,LD_alert
); 
input clk,count2,countb; 
output[7:0]amin;
output[7:0]ahour;
output LD_alert;
wire LD_alert;
reg [7:0] amin=0;
reg [7:0] ahour=0;
reg[1:0]m = 2'b01;
wire k = (m == 2'b01)? 1:0;
assign ct2=((~k) & clk)||(count2); 
assign LD_alert=(ahour|amin)?0:1; 
always@(posedge ct2)
	if(amin==8'h59)   
		amin<=0;
		else if(amin[3:0]==9) 
		begin amin[3:0]<=0; 
				amin[7:4]<=amin[7:4]+1;
		end 
			else amin[3:0]<=amin[3:0]+1;
assign ctb=((~k) & clk)||(countb); 
always@(posedge ctb)
	if(ahour==8'h23) 	ahour<=0;
		else if(ahour[3:0]==9) 
		begin ahour[3:0]<=0;
				ahour[7:4]<=ahour[7:4]+1;
		end 
			else ahour[3:0]<=ahour[3:0]+1;
endmodule
module display(
		hour1,min1,sec1,ahour,amin,hour,min,sec,mode,
		clk, clk_1KHZ, rst_n,d_duan, d_wei
		);
input[7:0] hour1,min1,sec1;
input[7:0] ahour,amin;
input mode; 
input clk;   
input clk_1KHZ;  
input rst_n;  
output[7:0]min,sec;
output[7:0]hour;
output [7:0] d_duan;   
output [7:0] d_wei;    
reg[7:0]min,sec;
reg[7:0]hour;
reg[1:0]m = 0; 
reg[7:0] d_wei;  
reg[7:0] d_duan;  
reg[3:0] led = 4'h0;    
always@(posedge mode) 
begin if(m > 2)m<=0;
	else m<=m+1;
end 
always@(min1 or sec1 or amin or hour1 or ahour or m)
begin case(m)
		0:begin hour<=hour1;min<=min1;sec<=sec1;
		end
		1:begin hour<=ahour;min<=amin;sec<=8'h00;
		end
		2:begin hour<=hour1;min<=min1;sec<=sec1; 
		end 
endcase
end
always@(posedge clk_1KHZ or negedge rst_n)
begin   
if(!rst_n) 
d_wei<=8'b1111_1110;    
	else   
	d_wei<={d_wei[6:0],d_wei[7]};  
end
always@(d_wei or sec or min or hour)  
begin   
	case(d_wei)				
	8'b1111_1110:led<=sec[3:0];     
	8'b1111_1101:led<=sec[7:4];	  
	8'b1111_1011:led<=4'b1010; 		  
	8'b1111_0111:led<=min[3:0];     
	8'b1110_1111:led<=min[7:4];     
	8'b1101_1111:led<=4'b1010;			  
	8'b1011_1111:led<=hour[3:0];     
	8'b0111_1111:led<=hour[7:4];     
	endcase  
end
always@(led)    
begin   
	case(led)
	4'b0000:d_duan=8'b0000_0011;     
	4'b0001:d_duan=8'b1001_1111; 	   
   4'b0010:d_duan=8'b0010_0101;     
	4'b0011:d_duan=8'b0000_1101;     
	4'b0100:d_duan=8'b1001_1001;     
	4'b0101:d_duan=8'b0100_1001;     
	4'b0110:d_duan=8'b0100_0001;     
	4'b0111:d_duan=8'b0001_1111;     
	4'b1000:d_duan=8'b0000_0001;     
	4'b1001:d_duan=8'b0001_1001;     
	4'b1010:d_duan=8'b1111_1101;      
	default:d_duan=8'b1111_1111;   
	endcase  
end 
endmodule
module fenpinqi(clk,clk_1HZ,clk_100HZ,clk_1KHZ,rst_n);
input clk,rst_n;
output clk_1HZ,clk_100HZ,clk_1KHZ;
reg clk_1HZ=0,clk_1KHZ=0,clk_100HZ=0,clk_1=0,clk_2=0,clk_3=0;
reg[6:0] cnt1=0,cnt2=0,cnt3=0,cnt4=0,cnt5=0;
wire clk_100Hz;
always@(posedge clk)
begin 
	if(cnt1 < 12/2-1)    
	begin 
	cnt1 <= cnt1+1;
	end
		else
			begin
			cnt1 <= 0;
			clk_1 <= ~clk_1;
			end
end
always@(posedge clk_1)
begin 
	if(cnt2 < 100/2-1)   
	begin 
	cnt2 <= cnt2+1;
	end
		else
			begin
			cnt2 <=0;
			clk_2 <= ~clk_2;
			end
end
always@(posedge clk_2)
begin 
	if(cnt3 < 10/2-1)   
	begin 
	cnt3 <= cnt3+1;
	end
		else
			begin
			cnt3 <=0;
			clk_1KHZ <= ~clk_1KHZ;
			end
end
always@(posedge clk_1KHZ)
begin 
	if(cnt4 < 10/2-1) 	 
	begin 
	cnt4 <= cnt4+1;
	end
		else
			begin
			cnt4 <=0;
			clk_100HZ <= ~clk_100HZ;
			end
end
always@(posedge clk_100HZ)
begin 
	if(cnt5 < 100/2-1)   
	begin 
	cnt5 <= cnt5+1;
	end
		else
			begin
			cnt5 <=0;
			clk_1HZ <= ~clk_1HZ;
			end
end
endmodule
module jishi(clk,clk_1HZ, turn,
				mode,count1,counta,sec1,min1,hour1
				);
input clk,clk_1HZ,turn;
input mode; 
input count1,counta;
output[7:0]sec1,min1;
output[7:0]hour1; 
wire clk_1HZ,ct1,cta,turn;
reg[7:0]sec1=0,min1=0;
reg[7:0]hour1=0;
reg[1:0]m = 0;
wire count1,counta;
reg minclk,hclk;
always@(posedge mode) 
begin if(m > 2) m<=0;
	else m<=m+1;
end 
wire k = (m == 2'b10)? 1:0;
wire sec_clk = (~k) & clk_1HZ;
always@(posedge sec_clk) 
if(sec1==8'h59)
	begin 
	sec1<=0;
	minclk<=1; 
	end
		else
			begin if(sec1[3:0]==4'b1001)
				begin sec1[3:0]<=4'b0000;
						sec1[7:4]<=sec1[7:4]+1;
				end 
					else
						sec1[3:0]<=sec1[3:0]+1; 
						minclk<=0;
			end
assign m_clk = ((~k) & minclk)||count1; 
always@(posedge m_clk)
begin if(min1 == 8'h59)
			begin min1<=0;
					hclk<=1;
			end 
				else 
					begin if(min1[3:0]==9)
						begin min1[3:0]<=0;
								min1[7:4]<=min1[7:4]+1;
						end 
							else min1[3:0]<=min1[3:0]+1; 
							  hclk<=0;
					end
end
assign h_clk=((~k) & hclk)||counta; 
always@(posedge h_clk)
	if(hour1==8'h23)
		hour1<=0;
		else if(hour1[3:0]==9) 
			begin hour1[7:4]<=hour1[7:4]+1;
					hour1[3:0]<=0;
			end 
				else hour1[3:0]<=hour1[3:0]+1;
endmodule
module ring(
			clk,clk_1KHZ,min1,sec1,amin,hour1,ahour,clcok_stop,alert,clk_100HZ
			);
input[7:0]min1,sec1,amin;
input[7:0]hour1,ahour;
input clcok_stop,clk,clk_1KHZ,clk_100HZ;
output alert; 
wire[7:0]min1,sec1,amin;
wire[7:0]hour1,ahour;
wire clcok_stop; 
reg alert1=1'b0,alert2=1'b0;
reg[1:0] sound;
reg ear;
wire alert;
wire clk_1KHZ,clk;
always@(posedge clk) 
	if((min1==amin)&&(hour1==ahour)&&(clcok_stop == 1'b0)) alert1 <= 1'b0;
	else alert1 <= 1'b1;
always@(posedge clk)
if((min1 == 8'h00) && (sec1 == 8'h01)  ||  (min1 == 8'h00) && (sec1 == 8'h00))   
alert2 <= 1'b0;
else
alert2 <= 1'b1;
assign alert= (alert1 ? 1'b1 : clk_100HZ) & (alert2 ? 1'b1 : clk_1KHZ);   
endmodule
`timescale 1ns / 1ps
module sw_debounce(
    		clk,rst_n,
			mode,turn,change,led_ctrl
    		);
input   clk;	 
input   rst_n;	 
input   mode,turn,change; 	 
output[2:0] led_ctrl;
reg[2:0] key_rst;  
always @(posedge clk  or negedge rst_n)
    if (!rst_n) key_rst <= 3'b111;
    else key_rst <= {change,turn,mode};
reg[2:0] key_rst_r;        
always @ ( posedge clk  or negedge rst_n )
    if (!rst_n) key_rst_r <= 3'b111;
    else key_rst_r <= key_rst;
wire[2:0] key_an;
assign key_an = key_rst_r & (~key_rst);
reg[19:0]  cnt;	 
always @ (posedge clk  or negedge rst_n)
    if (!rst_n) cnt <= 20'd0;	 
	else if(key_an) cnt <=20'd0;
    else cnt <= cnt + 1'b1;
reg[2:0] low_sw;
always @(posedge clk  or negedge rst_n)
    if (!rst_n) low_sw <= 3'b111;
    else if (cnt == 20'hfffff) 	 
      low_sw <= {change,turn,mode};    
reg  [2:0] low_sw_r;        
always @ ( posedge clk  or negedge rst_n )
    if (!rst_n) low_sw_r <= 3'b111;
    else low_sw_r <= low_sw;
wire[2:0] led_ctrl;
assign led_ctrl = low_sw_r[2:0] & ( ~low_sw[2:0]);
endmodule
module time_set(
		change,turn,count1,count2,counta,countb,LD_min,LD_hour,mode
		);
input change,mode,turn; 
output count1,count2,counta,countb,LD_min,LD_hour;
reg[1:0] m = 0;
reg fm=0,count1=0,count2=0,counta=0,countb=0,LD_min=1,LD_hour=1;
wire mode,turn,change; 
always@(posedge mode)   
begin if(m > 2)
			m <= 0;
			else m <= m+1;
end 
always@(posedge turn) 
begin fm <= ~fm;
end 
always@(m or fm or change)
	begin case(m) 
	2:begin 
		if(fm) 
		begin count1<=change;
				{LD_min,LD_hour} <= 1;
		end 
		else begin counta<=change;
					  {LD_min,LD_hour}<=2;
				end 
				{count2,countb}<=0;
				end 
	1:begin  
		if(fm) 
		begin count2<=change; 
				{LD_min,LD_hour}<=1;
		end  
			else begin countb <= change;
						  {LD_min,LD_hour}<=2;
						  end 
						  {count1,counta}<=0;
						  end 
	0:begin{count1,count2,counta,countb,LD_min,LD_hour}<=0;
	end 
	endcase 
	end
endmodule
module top(
	      clk,rst_n,
			mode,turn,
			change,
			LD_hour,LD_min,
			alert,
			LD_alert,clcok_stop,
			d_duan,d_wei
);
input clk,rst_n;
input mode,change,turn;
input clcok_stop;
output LD_hour,LD_min,LD_alert;
output alert;
output[7:0] d_duan,d_wei;
wire clk_1HZ,clk_100HZ,clk_1KHZ,clk;
fenpinqi  fenpinqi_rst(
		.clk(clk),.clk_1HZ(clk_1HZ),.clk_100HZ(clk_100HZ),.clk_1KHZ(clk_1KHZ),.rst_n(rst_n)
);
wire[2:0] led_ctrl;
sw_debounce		sw_debounce_rst(
    		.clk(clk),.rst_n(rst_n),
			.mode(mode),.turn(turn),.change(change),.led_ctrl(led_ctrl)
    		);
wire[7:0] sec1,min1,hour1,amin,ahour;
wire count1,counta;
jishi		jishi_rst(
				.clk(clk),.clk_1HZ(clk_1HZ), .turn(led_ctrl[1]),
				.mode(led_ctrl[0]),.count1(count1),.counta(counta),.sec1(sec1),.min1(min1),.hour1(hour1)
				);
wire count2,countb;
wire LD_min,LD_hour;
time_set		time_set_rst(
		.change(led_ctrl[2]),.turn(led_ctrl[1]),.count1(count1),.count2(count2),.counta(counta),.countb(countb),.LD_min(LD_min),.LD_hour(LD_hour),.mode(led_ctrl[0])
		);
wire clcok_stop;
wire alert;
ring  ring_rst(
			.clk(clk),.clk_1KHZ(clk_1KHZ),.min1(min1),.sec1(sec1),.amin(amin),.hour1(hour1),.ahour(ahour),.clcok_stop(clcok_stop),.alert(alert),.clk_100HZ(clk_100HZ)
			);
wire LD_alert;
alarmclock		alarmclock_rst(
			.clk(clk),.amin(amin),.ahour(ahour),.count2(count2),.countb(countb),.LD_alert(LD_alert)
);
wire hour,min,sec;
wire[7:0] d_duan,d_wei;
display		display_rst(
		.hour1(hour1),.min1(min1),.sec1(sec1),.ahour(ahour),.amin(amin),.hour(hour),.min(min),.sec(sec),.mode(led_ctrl[0]),
		.clk(clk), .clk_1KHZ(clk_1KHZ), .rst_n(rst_n),.d_duan(d_duan), .d_wei(d_wei)
		);
endmodule
File: flow/run.sh
#!/bin/bash
# OpenROAD 26Q1-2900-gdf79404cd8, Yosys 0.63+post, stock flow scripts
make -C /OpenROAD-flow-scripts/flow DESIGN_CONFIG=/design/flow/config.mk WORK_HOME=/design/flow/orfs finish
File: flow/config.mk
export PLATFORM = sky130hd
export DESIGN_NAME = top
export DESIGN_NICKNAME = top
export VERILOG_FILES = /design/flow/design.v
export SDC_FILE = /design/flow/constraint.sdc
export NUM_CORES = 4
export LEC_CHECK = 1
export CORE_UTILIZATION = 40
File: flow/constraint.sdc
current_design top

set clk_period 3.1
set clk_io_pct 0.2

create_clock -name clk0 -period $clk_period [get_ports {clk}]

set non_clock_inputs [all_inputs -no_clocks]
set_input_delay [expr $clk_period * $clk_io_pct] -clock clk0 $non_clock_inputs
set_output_delay [expr $clk_period * $clk_io_pct] -clock clk0 [all_outputs]
==> impl_metrics.tcl <==
# place-and-route summary
set metrics [dict create \
    cts.repair.resized 0 \
    clk_latency_ns 0.28 \
    grt_pass1_vias 4146 \
    leakagePower_nw 3.10 \
    ff_type "dfxtp_1" \
    final_common_cell "dfxtp_1" \
    ioPinCount 26 \
    mux_area_share_pct 2.51 \
    synthSimpleGateAreaFrac_pct 18.9 \
    top_area_cell "dfxtp_1" \
    num_vias 4445 \
    setup_slack_ns 0.946 \
    synth-compound-area-share_pct 8.55 \
    grt_max_degree 31 \
    synth_area_um2 6620 \
    yosysWarnings 14 \
    unconstrained_endpoints 136 \
    synth_flops 165 \
    worstRegToRegCells 5 \
    worst-path-stages 5 \
    xor_share_pct 6.49 \
    worstSetupPathType "flip-flop to flip-flop" \
    critical-path-top-delay-family "simple AND/OR/NAND/NOR gates" \
    dpl_worst_slack_ns 0.963 \
    place_inst 903 \
    async_reset_ff_share_pct 24.2 \
    reg2reg_slack_ns 0.95 \
    lay_top_cells "86 x dfxtp_1, 74 x nor2_1, 45 x ha_1, 40 x inv_1, 39 x o21ai_0" \
    regToRegStartpoint "sw_debounce_rst.cnt[0]" \
    crit_required_ns 3.31 \
    startpoint_type "flip-flop" \
    crit_start "sw_debounce_rst.cnt[0]" \
    postRouteAntennaNets 0 \
    setup.worst_path.end_class "flip-flop" \
    cp_slowest_stage_delay_ns 0.70 \
    ir_drop_uv 283 \
    layout.cells.non_filler 911 \
    fin_crit_ns 2.15 \
    arrival_ns 2.36 \
    cts_hold_buffers 0 \
    cts_buffers 5 \
    unclocked_regs 123 \
    power_density_nw_per_um2 173 \
    fmax_ghz 0.464 \
    path_max_fanout 8 \
    cp_slowest_cell "or4_1" \
    hold_violations 0 \
    die_area_um2 17100 \
    routed_wl_mm 10.8 \
    ys_cells 667 \
    fp-row-count 46 \
    cts_root_buf "clkbuf_16" \
    top_cell_area_share_pct 26.0 \
    status "finished, final reports clean" \
    syn_avg_cell_area_um2 9.92 \
    worstPathCellList "ha_1, nand3_1, or4_1, nor3_4, mux2_1" \
    cp_num_buf_inv 0 \
    reg2reg_to "sw_debounce_rst.low_sw[2]" \
    tightest_slew_ns 0.677 \
    edf_count 5 \
    io_buffers 24 \
    area_leaders "dfxtp_1 26%, ha_1 8.5%, dfrtp_1 7.9%" \
    cts_tree "done" \
    final.setup.tns_ns 0 \
    h-tree-depth 2 \
    post_cts_buffers 0 \
    grt_pass1_wl_mm 19.0 \
    hpwlAfterDp_mm 8.35 \
    diodes 0 \
    clkTransAtPathRegs_ns 0.06 \
    finalSetupViolCount 0 \
    logic_family "simple AND/OR/NAND/NOR gates" \
    grt_usage_pct 14.0 \
    remaining_drc_errors 0 \
    netlist_instances 667 \
    initialDrtViolationCount 157 \
    ys_sh_adder_pct 8.51 \
    area_growth_pct 9.89 \
    drive_above_1_share_pct 6.62 \
    rsz0062_at_grt "no" \
    antenna_found_initial 0 \
    avgViaCountPerCell 4.88 \
    initCoreUtil_pct 41.4 \
    endpoint "sw_debounce_rst.low_sw[2]" \
    place.gp.congestion 0.873 \
    largest_register "sw_debounce_rst.cnt" \
    clockBufferDepth 2 \
    gr-total-overflow 0 \
    maxCapViolCount 0 \
    largest_register_ffs 20 \
    die_y_um 131 \
    slew_violations 0 \
    hp-class "primary input to asynchronous set/reset pin" \
    ys_types 56 \
    post-route-util_pct 45.4 \
    die_w_um 131 \
    fin_crit_sh_pct 69.5 \
    ys_area_um2 6620 \
    slew-limit-headroom_pct 54.9 \
    finClkSkew_ns 0.00510 \
    log.warning_count 50 \
    core_area_um2 16000 \
    wire_per_inst_um 11.9 \
    first_pass_iters 5 \
]
==> worst min path at each step <==
stage,startpoint,to,cells past startpoint
4_1_cts,rst_n,sw_debounce_rst.cnt[17],1
5_1_grt,rst_n,sw_debounce_rst.cnt[17],1
6_report,rst_n,sw_debounce_rst.cnt[12],1
==> where the power goes <==
part           internal, W  switching [W]  leakage [nW]
clock             0.000381       0.000202        0.0781
sequential        0.000609      0.0000181          1.52
combinational    0.0000181      0.0000310          1.51
total              0.00101       0.000251          3.10
==> per-stage QoR <==
stage | area [um^2] | total power (W) | hold WS, ns
detailed placement | 7110 | 0.000688 | 0.358
global placement | 7110 | 0.000684 | 0.355
global route | 7270 | 0.00132 | 0.357
floorplan | 6670 | 0.000658 | 0.324
finish | 7270 | 0.00126 | 0.307
CTS | 7270 | 0.00128 | 0.317
==> routing by layer <==
metal | track usage, % | wire length [um] | vias to the layer above
met4 | 1.35 | 108 | 0
li1 | - | - | 2314
met1 | 21.6 | 5440 | 2051
met5 | 0 | 0 | -
met3 | 2.24 | 518 | 12
met2 | 22.2 | 4750 | 68
==> layout make-up <==
class / instances / area, um^2
well taps: 216 / 270
fillers: 1494 / 8730
repair buffers: 26 / 250
clock inverters: 1 / 30.0
multi-input cells: 456 / 3030
flip-flops and latches: 165 / 3410
inverters: 40 / 150
clock buffers: 7 / 133
==> kinds of logic after synthesis <==
| group | Yosys count |
|---|---|
| latches | 34 |
| compound gates | 92 |
| other cells | 2 |
| simple gates | 240 |
| flops | 131 |
| mux | 15 |
| xor+xnor | 49 |
| buf+inv | 59 |
| fa+ha+maj | 45 |
==> cell usage after synthesis (15+ instances only) <==
library cell and number:
dfstp_2 19, o21ai_0 39, nand2_1 37, nor2_1 74, dfxtp_1 86, clkbuf_1 16, dfrtp_1 21, nand3_1 21
inv_1 40, xor2_1 18, a21oi_1 16, xnor2_1 31, dlxtn_1 34, nor2b_1 15, ha_1 45
Power is estimated from default activity; no workload was simulated.
